[./design.v]
module imp_digital_lockC (
    input wire CLK100MHZ,   
    input wire CPU_RESETN,
    output wire CA,
    CB,
    CC,
    CD,
    CE,
    CF,
    CG,
    DP,
    output wire [7:0] AN,
    input wire [15:0] SW,
    input wire BTNC,
    input wire BTNU,
    input wire BTND
);
  logic reset_n;
  logic clk;
  assign reset_n = CPU_RESETN;
  assign clk = CLK100MHZ;
  wire  [6:0] Seg;
  wire  [3:0] digits[0:7];
  logic [3:0] state;
  logic open, close, change;
  logic [3:0] pwd;
  assign open = BTNC;
  assign close = BTNU;
  assign change = BTND;
  assign pwd = SW[3:0];
  digital_lockC d (
      .clk(clk),
      .rst_n(reset_n),
      .open(open),
      .change(change),
      .close(close),
      .pwd(pwd),
      .out(state)
  );
  assign digits[1] = 4'b1111;
  assign digits[2] = 4'b1111;
  assign digits[3] = 4'b1111;
  assign digits[4] = 4'b1111;
  assign digits[5] = 4'b1111;
  assign digits[6] = 4'b1111;
  assign digits[7] = 4'b1111;
  assign digits[0] = state;
  sev_seg_controller ssc (
      .clk(clk),
      .resetn(reset_n),
      .digits(digits),
      .Seg(Seg),
      .AN(AN)
  );
  assign {CG, CF, CE, CD, CC, CB, CA} = Seg;
  assign DP = 1'b1;   
endmodule
module button_debouncer (
    clk,
    rst_n,
    d,
    q
);
  input clk, rst_n, d;
  output q;
  logic s;
  assign q = (s == 0) & d;
  always @(posedge clk, negedge rst_n) begin
    if (~rst_n) s <= 1'b0;
    else s <= d;
  end
endmodule
module digital_lockC (
    clk,
    rst_n,
    open,
    close,
    change,
    pwd,
    out
);
  input logic clk, open, change, close, rst_n;
  input logic [3:0] pwd;
  output logic [3:0] out;
  logic [3:0] True_pwd;
  logic [1:0] p_state, n_state;
  localparam C = 2'b00, O = 2'b01, F = 2'b10, E = 2'b11;
  logic [2:0] count;
  logic [$clog2(500_000_000):0] timer;
  logic wChange;
  button_debouncer debouncer (
      .clk(clk),
      .rst_n(rst_n),
      .d(change),
      .q(wChange)
  );
  always @(wChange, p_state, close, open, pwd) begin
    case (p_state)
      C: begin
        n_state  = count > 3 ? F : (open ? ((pwd == True_pwd) ? O : C) : C);
        timerRST = 1'b0;
        trialRST = 1'b1;
      end
      O: begin
        n_state  = close ? C : (wChange ? E : O);
        timerRST = 1'b0;
        trialRST = 1'b0;
      end
      F: begin
        n_state  = timer > 500_000_000 ? C : F;
        timerRST = 1'b1;
        trialRST = 1'b0;
      end
      E: begin
        n_state  = wChange ? O : E;
        True_pwd = pwd;
        timerRST = 1'b0;
        trialRST = 1'b0;
      end
    endcase
  end
  assign out = (p_state == C) ? 4'hc : ((p_state == F) ? 4'hf : (p_state == E ? 4'he : 4'h0));
  always @(posedge clk, negedge rst_n) begin
    if (~rst_n) p_state <= C;
    else p_state <= n_state;
  end
  logic trialRst, timerRst;
  logic trialRST, timerRST;
  assign trialRst = rst_n & trialRST;
  assign timerRst = rst_n & timerRST;
  always @(posedge open, negedge trialRst) begin
    if (~trialRst) begin
      count <= 'b0;
    end else count <= count + 1;
  end
  always @(posedge clk, negedge timerRst) begin
    if (~timerRst) begin
      timer <= 'b0;
    end else timer <= timer + 1;
  end
endmodule
module counter_n_bit#(
    parameter n
)(
    input logic clk,
    input logic resetn,
    input logic load,
    input logic en,
    input logic [n - 1: 0] load_data,
    output logic [n - 1: 0] count
);
    always_ff @(posedge clk) begin 
        if(~resetn) count <= 0;
        else begin 
            if(load) count <= load_data;
            else if(en) count <= count + 1;
        end
    end
endmodule : counter_n_bit
module decoder#(
    parameter n = 2
)(
    input logic [n-1:0]in,
    output logic [(1 << n) - 1: 0]out
);
    assign out = (1 << in);
endmodule : decoder
module sev_seg_controller #(
    parameter display_speed = 20
)(
    input logic clk,
    input logic resetn,
    input logic [3:0] digits [0:7],       
    output logic  [6:0] Seg,        
    output logic  [7:0] AN
);
    logic [display_speed - 1:0] count;
    seven_seg_decoder ssd(
        .bin(digits[count[display_speed - 1:display_speed - 3]]),
        .seg(Seg)
    );
    wire [7:0] decoder_out;
    decoder #(
        .n(3)
    ) decoder_inst (
        .in(count[display_speed - 1:display_speed - 3]),
        .out(decoder_out)
    );
    assign AN = ~decoder_out;
    counter_n_bit #(
        .n(display_speed)
    ) counter (
        .clk(clk),
        .resetn(resetn),
        .load(1'b0),
        .en(1'b1),
        .load_data(),
        .count(count)
    );
endmodule
module seven_seg_decoder(
    input  wire [3:0] bin,       
    output reg  [6:0] seg        
);
    assign seg[0] = ((~bin[1]&bin[0]&~bin[3]&~bin[2])|(~bin[1]&~bin[0]&~bin[3]&bin[2])|(~bin[1]&bin[0]&bin[3]&bin[2])|(bin[1]&bin[0]&bin[3]&~bin[2])); 
    assign seg[1] =((bin[1]&~bin[0]&bin[2])|(bin[1]&bin[3]&bin[0])|(~bin[0]&bin[3]&bin[2])|(~bin[1]&bin[0]&~bin[3]&bin[2])); 
    assign seg[2] =((bin[1]&bin[3]&bin[2])|(~bin[0]&bin[3]&bin[2])|(bin[1]&~bin[0]&~bin[3]&~bin[2])); 
    assign seg[3] =((bin[1]&bin[0]&bin[2])|(~bin[1]&bin[0]&~bin[3]&~bin[2])|(~bin[1]&~bin[0]&~bin[3]&bin[2])|(bin[1]&~bin[0]&bin[3]&~bin[2])); 
    assign seg[4] =((bin[0]&~bin[3])|(~bin[1]&~bin[3]&bin[2])|(~bin[1]&bin[0]&~bin[2])); 
    assign seg[5] =((bin[0]&~bin[3]&~bin[2])|(bin[1]&~bin[3]&~bin[2])|(bin[1]&bin[0]&~bin[3])|(~bin[1]&bin[0]&bin[3]&bin[2])); 
    assign seg[6] =((~bin[1]&~bin[3]&~bin[2])|(bin[1]&bin[0]&~bin[3]&bin[2])|(~bin[1]&~bin[0]&bin[3]&bin[2])); 
endmodule
[./run.sh]
#!/bin/bash
# OpenROAD 26Q1-2900-gdf79404cd8, Yosys 0.63+post, stock flow scripts
make -C /OpenROAD-flow-scripts/flow DESIGN_CONFIG=/design/flow/config.mk WORK_HOME=/design/flow/orfs finish
[./config.mk]
export PLATFORM = sky130hd
export DESIGN_NAME = imp_digital_lockC
export DESIGN_NICKNAME = imp_digital_lockC
export VERILOG_FILES = /design/flow/design.v
export SDC_FILE = /design/flow/constraint.sdc
export NUM_CORES = 4
export LEC_CHECK = 1
export CORE_UTILIZATION = 50
export SYNTH_HDL_FRONTEND = slang
[./constraint.sdc]
current_design imp_digital_lockC

set clk_period 2.7
set clk_io_pct 0.2

create_clock -name clk0 -period $clk_period [get_ports {BTNC}]
create_clock -name clk1 -period $clk_period [get_ports {CLK100MHZ}]

set non_clock_inputs [all_inputs -no_clocks]
set_input_delay [expr $clk_period * $clk_io_pct] -clock clk0 $non_clock_inputs
set_output_delay [expr $clk_period * $clk_io_pct] -clock clk0 [all_outputs]
==> run notes <==
fresh numbers from the pnr run: Die Wd=78.1 µm, LEAKAGE=0.00148 µW, core area=0.00554 mm², min-delay worst type=reg -> async, total grt overflow=0, CP Max Fanout=11, max_cap viols=0, Final ANT Viol Nets=0, register pins left without a clock=4, number of unconstrained endpoints=4, initial antenna violation count=0, row count=27, crit path DRT=2160 ps, share of layout cells above drive strength 1=10.8%, endpoints failing setup=0, number of diodes=0, vias in the first global route=2,011, Comb gate area=0.00139 mm², Initial DRC Count=110, fp util=52.3%, drt total wl=5.02 mm, CTS tree=yes, synth warn=0, register area=0.00141 mm², TritonRoute pass-1 iters=4, Die Y=78.1 µm, largest net degree at the start of global routing=31, RD Place Congestion=0.803, cts hold-fix bufs=0, Util after Layout=62.0%, DRC Markers=0, Buffers on Ports=19, power per cell area=527 mW/mm², tool warnings=43, Commonest Layout Cell=dfrtp_1, Post-synth EDFFs=0, distinct cell type count after synthesis=52, Setup CP Type=reg -> out, Final Hold Viols=0, first-pass GRT wire length=8.88 mm, Top-Level Pins=37, drt wl/cell=12.4 µm, Mapped Area=0.00290 mm², Setup crit start kind=register, worst ir drop on vdd=0.000285 V, most frequent cells in the layout=dfrtp_1, nor2_1, nand2_1, RSZ-0062 raised after global routing=no, FFs w/ async S/R, synth=61.3%, Slew Limit Fails=0, worst clock skew=19.4 ps, status=finished clean, clock-pin slew on the worst setup and hold paths=110 ps, DIE AREA=0.00610 mm², post-CTS sizing=0, synthesized area per cell=9.76 µm², hpwl dp=3.38 mm, fillers=479, GRT Overall Usage=18.9%, via/cell ratio=5.10, WP data arrival=1780 ps, Area Overhead vs Synth=18.6%, yosys cell count=297, vias=2,070, Synth Flop Type=dfrtp_1, cells after synthesis=297, Post-CTS Setup Inserts=0, setup TNS=0 ps, Registers, synthesis=62, CP Capture Type=primary output, yosys synthesis chip area=0.00290 mm²
[cells in the mapped netlist, types with 2 or more instances]
cell type | n | area share, %
a21oi_1 | 5 | 0.86
a22o_1 | 2 | 0.60
and3_1 | 3 | 0.65
and4_1 | 4 | 1.2
buf_4 | 4 | 1.0
clkbuf_1 | 4 | 0.52
conb_1 | 2 | 0.26
dfrtp_1 | 37 | 32
dfxtp_1 | 20 | 14
dlxtp_1 | 4 | 2.1
ha_1 | 5 | 2.2
inv_1 | 15 | 1.9
nand2_1 | 28 | 3.6
nand2b_1 | 3 | 0.65
nand3_1 | 16 | 2.8
nand3b_1 | 4 | 1.0
nand4_1 | 7 | 1.5
nand4_4 | 2 | 1.5
nor2_1 | 36 | 4.7
nor3_1 | 10 | 1.7
nor4_1 | 3 | 0.65
nor4b_1 | 3 | 0.91
o21ai_0 | 7 | 1.2
o31ai_1 | 2 | 0.52
or3_1 | 2 | 0.43
or4_1 | 2 | 0.52
xnor2_1 | 20 | 6.0
xor2_1 | 23 | 7.0
[layout make-up]
cell class	instances	area share [%]
Sequential cell	62	41.1
Clock inverter	3	0.764
Multi-Input combinational cell	212	40.6
Timing Repair Buffer	22	6.19
Clock buffer	19	7.03
Tap cell	72	2.62
Inverter	16	1.75
[routing by layer]
| metal | track usage [%] | vias up | share of wire [%] |
|---|---|---|---|
| met1 | 29.1 | 959 | 50 |
| met4 | 4.26 | 0 | 0.62 |
| li1 | - | 1075 | - |
| met5 | 0 | - | 0 |
| met3 | 5.90 | 2 | 3.5 |
| met2 | 27.5 | 34 | 46 |
[worst paths after layout]
| check | start | slack (ps) | end | cells after the start |
|---|---|---|---|---|
| worst min-delay path | d.p_state[1] | 390 | d.count[0] | 1 |
| max in group asynchronous | CPU_RESETN | 1360 | d.timer[9] | 5 |
| min in group clk0 | d.count[0] | 450 | d.count[0] | 1 |
| worst max register to register | d.timer[3] | 950 | d.timer[22] | 5 |
| worst max-delay path | ssc.counter.count[17] | 380 | CG | 4 |
| max in group clk1 | BTNC | 470 | d.p_state[0] | 10 |
| min in group clk1 | d.timer[28] | 470 | d.timer[28] | 1 |
| worst min register to register | d.p_state[1] | 390 | d.count[0] | 1 |
[where the power goes]
part	total, µW	switching (µW)	internal [µW]	leakage, µW
Sequential	893	12.1	880	0.000701
Clock	848	353	495	0.000150
Combinational	69.9	41.6	28.4	0.000631
Total	1810	407	1400	0.00148
[cells by family (layout without fill, tap and decap cells)]
logic type      after synthesis  after routing  share of synthesized area [%]
compound gates               24             24                           5.61
buf+inv                      25             60                           3.80
xor+xnor                     43             43                           13.0
flops                        58             58                           46.7
simple gates                136            136                           26.4
fa+ha+maj                     5              5                           2.16
latches                       4              4                           2.07
other cells                   2              4                          0.259
[flip-flops by register name, summed over array words and instances (netlist names)]
signal             cells
d.debouncer.s          1
d.count                3
d.True_pwd             4
ssc.counter.count     20
d.timer               30
d.p_state              4
[metrics by stage]
step | hold WS (ps) | instances | worst slack [ps] | cell area (µm²) | power [µW]
floorplan | 244 | 299 | 609 | 2910 | 954
global placement | 395 | 384 | 752 | 3170 | 988
detailed placement | 392 | 384 | 739 | 3170 | 988
CTS | 412 | 406 | 358 | 3440 | 1850
global route | 476 | 406 | 228 | 3440 | 1910
finish | 391 | 406 | 377 | 3440 | 1810
[critical path: stages, from the launching register on]
cell             delay, ps
dfxtp_1                420
nor3_1                 380
inv_1                  110
nor2_1                 110
clkdlybuf4s50_1        450
No activity file was given, so power comes from the tool's default toggle rates.
