### flow/design.v
module imp_SD (
    input wire CLK100MHZ,   
    input wire CPU_RESETN,
    output wire CA,
    CB,
    CC,
    CD,
    CE,
    CF,
    CG,
    DP,
    output wire [7:0] AN,
    input wire [15:0] SW,
    output wire [0:0]LED,
    input wire BTNC
);
  logic reset_n;
  logic clk;
  assign reset_n = CPU_RESETN;
  assign clk = CLK100MHZ;
  wire  [6:0] Seg;
  wire  [3:0] digits[0:7];
  logic [3:0] count;
  assign digits[1] = 4'b1111;
  assign digits[2] = 4'b1111;
  assign digits[3] = 4'b1111;
  assign digits[4] = 4'b1111;
  assign digits[5] = 4'b1111;
  assign digits[6] = 4'b1111;
  assign digits[7] = 4'b1111;
  assign digits[0] = count;
  SD d (
      .clk(BTNC),
      .reset(reset_n),
      .in(SW[0]),
      .Q(LED[0]),
      .count(count)
  );
  sev_seg_controller ssc (
      .clk(clk),
      .resetn(reset_n),
      .digits(digits),
      .Seg(Seg),
      .AN(AN)
  );
  assign {CG, CF, CE, CD, CC, CB, CA} = Seg;
  assign DP = 1'b1;   
endmodule
module SD (
    input clk,
    input reset,
    input in,
    output logic Q,
    output logic [3:0] count
);
  logic [2:0] n_state, p_state;
  localparam A = 3'b000, B = 3'b001, C = 3'b010, D = 3'b011, R = 3'b100;
  always @(posedge clk or negedge reset) begin
    if (~reset) p_state <= A;
    else p_state <= n_state;
  end
  always @(p_state, in) begin
    case (p_state)
      A: n_state = in ? B : A;
      B: n_state = in ? B : C;
      C: n_state = in ? D : A;
      D: n_state = in ? R : C;
      R: n_state = in ? B : C;
      default: n_state = 'b0;
    endcase
  end
  assign Q = (p_state == R);
  always @(posedge clk or negedge reset) begin
    if (~reset) count <= 0;
    else if (Q) count <= count + 1;
  end
endmodule
module counter_n_bit#(
    parameter n
)(
    input logic clk,
    input logic resetn,
    input logic load,
    input logic en,
    input logic [n - 1: 0] load_data,
    output logic [n - 1: 0] count
);
    always_ff @(posedge clk) begin 
        if(~resetn) count <= 0;
        else begin 
            if(load) count <= load_data;
            else if(en) count <= count + 1;
        end
    end
endmodule : counter_n_bit
module decoder#(
    parameter n = 2
)(
    input logic [n-1:0]in,
    output logic [(1 << n) - 1: 0]out
);
    assign out = (1 << in);
endmodule : decoder
module sev_seg_controller #(
    parameter display_speed = 20
)(
    input logic clk,
    input logic resetn,
    input logic [3:0] digits [0:7],       
    output logic  [6:0] Seg,        
    output logic  [7:0] AN
);
    logic [display_speed - 1:0] count;
    seven_seg_decoder ssd(
        .bin(digits[count[display_speed - 1:display_speed - 3]]),
        .seg(Seg)
    );
    wire [7:0] decoder_out;
    decoder #(
        .n(3)
    ) decoder_inst (
        .in(count[display_speed - 1:display_speed - 3]),
        .out(decoder_out)
    );
    assign AN = ~decoder_out;
    counter_n_bit #(
        .n(display_speed)
    ) counter (
        .clk(clk),
        .resetn(resetn),
        .load(1'b0),
        .en(1'b1),
        .load_data(),
        .count(count)
    );
endmodule
module seven_seg_decoder(
    input  wire [3:0] bin,       
    output reg  [6:0] seg        
);
    assign seg[0] = ((~bin[1]&bin[0]&~bin[3]&~bin[2])|(~bin[1]&~bin[0]&~bin[3]&bin[2])|(~bin[1]&bin[0]&bin[3]&bin[2])|(bin[1]&bin[0]&bin[3]&~bin[2])); 
    assign seg[1] =((bin[1]&~bin[0]&bin[2])|(bin[1]&bin[3]&bin[0])|(~bin[0]&bin[3]&bin[2])|(~bin[1]&bin[0]&~bin[3]&bin[2])); 
    assign seg[2] =((bin[1]&bin[3]&bin[2])|(~bin[0]&bin[3]&bin[2])|(bin[1]&~bin[0]&~bin[3]&~bin[2])); 
    assign seg[3] =((bin[1]&bin[0]&bin[2])|(~bin[1]&bin[0]&~bin[3]&~bin[2])|(~bin[1]&~bin[0]&~bin[3]&bin[2])|(bin[1]&~bin[0]&bin[3]&~bin[2])); 
    assign seg[4] =((bin[0]&~bin[3])|(~bin[1]&~bin[3]&bin[2])|(~bin[1]&bin[0]&~bin[2])); 
    assign seg[5] =((bin[0]&~bin[3]&~bin[2])|(bin[1]&~bin[3]&~bin[2])|(bin[1]&bin[0]&~bin[3])|(~bin[1]&bin[0]&bin[3]&bin[2])); 
    assign seg[6] =((~bin[1]&~bin[3]&~bin[2])|(bin[1]&bin[0]&~bin[3]&bin[2])|(~bin[1]&~bin[0]&bin[3]&bin[2])); 
endmodule
### flow/run.sh
#!/bin/bash
# OpenROAD 26Q1-2900-gdf79404cd8, Yosys 0.63+post, stock flow scripts
make -C /OpenROAD-flow-scripts/flow DESIGN_CONFIG=/design/flow/config.mk WORK_HOME=/design/flow/orfs finish
### flow/config.mk
export PLATFORM = sky130hd
export DESIGN_NAME = imp_SD
export DESIGN_NICKNAME = imp_SD
export VERILOG_FILES = /design/flow/design.v
export SDC_FILE = /design/flow/constraint.sdc
export NUM_CORES = 4
export LEC_CHECK = 1
export CORE_UTILIZATION = 30
export SYNTH_HDL_FRONTEND = slang
### flow/constraint.sdc
current_design imp_SD

set clk_period 2.8
set clk_io_pct 0.2

create_clock -name clk0 -period $clk_period [get_ports {BTNC}]
create_clock -name clk1 -period $clk_period [get_ports {CLK100MHZ}]

set non_clock_inputs [all_inputs -no_clocks]
set_input_delay [expr $clk_period * $clk_io_pct] -clock clk0 $non_clock_inputs
set_output_delay [expr $clk_period * $clk_io_pct] -clock clk0 [all_outputs]
==> impl_metrics.toml <==
# yosys + openroad results
[yosys]
most_common_cell = "dfxtp_1"
flop_cell = "dfxtp_1"
synth_flop_count = 29
synth_cell_types = 41
synth_seq_share_pct = 40.7
top_cell_area_share_pct = 26.0
fa_ha_area_share_pct = 1.62
common_cells = "dfxtp_1 (20), and2_1 (15), nand2_1 (14)"
xor_area_share_pct = 9.66
synthesis.area_um2 = 1540
synthCells = 175
topCellsByArea = "dfxtp_1 (26%), dfrtp_1 (13%), and2_1 (6.1%)"
edf_count = 0
ys_area_um2 = 1540
synthArstFlopShare_pct = 31.0
synth_area_leader_cell = "dfxtp_1"
postSynthAreaPerCell_um2 = 8.81
logic_family = "simple AND/OR/NAND/NOR gates"
ys_sh_mux_pct = 2.76
aoi_share_pct = 9.50
yosysWarnings = 0
ys_sh_simple_pct = 31.2
yosys_cells = 175

[global_route]
antenna_found_initial = 0
grt_pass1_wl_mm = 4.75
track_usage_pct = 11.2
grt_max_degree = 26
grt_overflow_total = 0
grt_pass1_vias = 1098

[placement]
port_buffers = 18
place_congestion = 0.761
dp_hpwl_mm = 1.80

[setup_path]
cp_num_buf_inv = 1
path_cells = "nand2b_1 -> mux2_2 -> o22a_1 -> nor2_1 -> clkdlybuf4s50_1"
startpoint = "d.count[3]"
rr_worst_depth = 5
startpoint_type = "flop"
critPathKind = "flop to primary output"
r2r-end = "ssc.counter.count[18]"
arrival_ps = 2010
regToRegStartpoint = "ssc.counter.count[0]"
critPathSlowestCell = "dfrtp_1"
cpLargestDelayFamily = "flip-flops"
cp.required_ps = 2240
end_kind = "primary output"
critPathMaxFanout = 12
reg2reg_slack_ps = 820
max_stage_delay_ps = 500

[pwr]
power_switching_mw = 0.301
power.density_nw_per_um2 = 616
swShare_pct = 26.1
seqPwrFrac_pct = 45.0
p_int_mw = 0.851
p_clk_share_pct = 31.6
ir_worst_vdd_mv = 0.341
p_comb_share_pct = 23.4
p_leak_nw = 0.723

[routing]
first_pass_iters = 4
drt_wl_total_mm = 2.66
via_count = 1175
drc_errors = 0
antenna_cells = 0
final_antenna_net_count = 0
wire_per_inst_um = 10.3
post_drt_via_cell_ratio = 4.55
drt_iter0_drc = 103

[floorplan]
die_area_um2 = 5430
die_h_um = 73.7
floorplan.core_util_pct = 31.8
boundaryPins = 36
rows = 25
coreArea_um2 = 4850
die_w_um = 73.7

[final_layout]
area_growth_pct = 21.3
final_layout_size_suffix_gt1_share_pct = 9.95

[flow_run]
warning_count = 41
max_cap_viol_count = 0

[outcome]
outcome = "completed"

[sta]
whs_ps = 483
hold_viol = 0
relSlewSlack_pct = 46.6
tns_ps = 0
skew_ps = 0.900
drv_slew = 0
worst_slew_pin_slew_ps = 798
setup_viol = 0
rsz0062_at_grt = "no"

[hold_path]
min_from = "d.p_state[0]"
hp-class = "flop to flop"
min_path_cells = 2
whs_endpoint = "d.p_state[0]"

[cts]
cts_resized = 0
clock_sinks = 29
postCtsHoldBufs = 0
post-cts-setup-buffer-count = 0
cts_tree = "done"
clk_pin_slew_worst_paths_ps = 40
## metal layers
metal,vias to the layer above,track usage (%),wire length [µm]
li1,626,-,-
met1,527,16.7,1390
met2,22,16.8,1150
met3,0,3.61,116
met4,0,1.28,0
met5,-,0,0
## how the worst max path moves through the flow
stage | endpoint | slack, ps | cells after the start
4_1_cts | CA | 130 | 5
5_1_grt | CA | 70 | 5
6_report | CA | 230 | 5
## through the flow
stage                     total power [mW]  instance area, µm²  cells  worst slack [ps]  util (%)
after floorplan                      0.662                1540    175               944         -
after global placement               0.797                1770    250               405      36.5
after detailed placement             0.799                1770    250               378      36.5
after CTS                             1.17                1870    258               125      38.5
after global routing                  1.24                1870    258              66.8      38.6
final                                 1.15                1870    258               233      38.6
## flip-flops by register name (all words and copies together), names as in the netlist
name and count:
ssc.counter.count 20, d.p_state 5, d.count 4
## kinds of logic after synthesis
logic type,count (synthesis)
AOI/OAI and AO/OA,22
xor gates and xnor gates,17
muxes,4
DFF,29
other,1
adders and majority gates,2
and+or+nand+nor,83
buffers and inverters,17
## tightest hold or removal path, stage by stage, from the launching register on
cell and delay (ps):
dfstp_2 360, nor2_1 80, nor2_1 40
## cells in the final DEF, fill, tap and decap left out, types with 3 or more instances in the layout
cell,synthesis,routed
nand2b_1,3,3
nand4_1,3,3
a21oi_1,4,4
nor2b_1,3,3
clkbuf_8,0,7
xor2_1,8,8
xnor2_1,9,9
o21ai_0,6,6
dfxtp_1,20,20
nor2_1,12,12
nand3_1,7,7
nand2_1,14,14
and2_1,15,15
dfrtp_1,8,7
nor4_1,4,4
nor3_1,10,10
inv_1,6,6
clkdlybuf4s50_1,0,18
## power by group through the flow
stage         clock (mW)  sequential, mW  combinational [mW]
CTS                0.378           0.515               0.277
global route       0.400           0.528               0.316
finish             0.364           0.518               0.270
## cell type report
| cell class | count | area [µm²] |
|---|---|---|
| repair buffers | 19 | 188 |
| flip-flops and latches | 29 | 628 |
| clock buffers | 8 | 100 |
| multi-input cells | 129 | 847 |
| fillers | 492 | 2980 |
| inverters | 6 | 22.5 |
| well taps | 67 | 83.8 |
Power and IR drop assume default switching activity.
