[./config.mk]
export PLATFORM = sky130hd
export DESIGN_NAME = imp_digital_lockB
export DESIGN_NICKNAME = imp_digital_lockB
export VERILOG_FILES = /design/flow/design.v
export SDC_FILE = /design/flow/constraint.sdc
export NUM_CORES = 4
export LEC_CHECK = 1
export CORE_UTILIZATION = 50
export SYNTH_HDL_FRONTEND = slang
[./constraint.sdc]
current_design imp_digital_lockB

set clk_period 2.5
set clk_io_pct 0.2

create_clock -name clk0 -period $clk_period [get_ports {BTNC}]
create_clock -name clk1 -period $clk_period [get_ports {CLK100MHZ}]

set non_clock_inputs [all_inputs -no_clocks]
set_input_delay [expr $clk_period * $clk_io_pct] -clock clk0 $non_clock_inputs
set_output_delay [expr $clk_period * $clk_io_pct] -clock clk0 [all_outputs]
[./run.sh]
#!/bin/bash
# OpenROAD 26Q1-2900-gdf79404cd8, Yosys 0.63+post, stock flow scripts
make -C /OpenROAD-flow-scripts/flow DESIGN_CONFIG=/design/flow/config.mk WORK_HOME=/design/flow/orfs finish
[./design.v]
module imp_digital_lockB (
    input wire CLK100MHZ,   
    input wire CPU_RESETN,
    output wire CA,
    CB,
    CC,
    CD,
    CE,
    CF,
    CG,
    DP,
    output wire [7:0] AN,
    input wire [15:0] SW,
    input wire BTNC,
    input wire BTNU
);
  logic reset_n;
  logic clk;
  assign reset_n = CPU_RESETN;
  assign clk = CLK100MHZ;
  wire  [6:0] Seg;
  wire  [3:0] digits[0:7];
  logic [3:0] state;
  logic open, close;
  logic [3:0] pwd;
  assign open  = BTNC;
  assign close = BTNU;
  assign pwd   = SW[3:0];
  digital_lockB d (
      .clk  (clk),
      .rst_n(reset_n),
      .open (open),
      .close(close),
      .pwd  (pwd),
      .out  (state)
  );
  assign digits[1] = 4'b1111;
  assign digits[2] = 4'b1111;
  assign digits[3] = 4'b1111;
  assign digits[4] = 4'b1111;
  assign digits[5] = 4'b1111;
  assign digits[6] = 4'b1111;
  assign digits[7] = 4'b1111;
  assign digits[0] = state;
  sev_seg_controller ssc (
      .clk(clk),
      .resetn(reset_n),
      .digits(digits),
      .Seg(Seg),
      .AN(AN)
  );
  assign {CG, CF, CE, CD, CC, CB, CA} = Seg;
  assign DP = 1'b1;   
endmodule
module digital_lockB (
    clk,
    rst_n,
    open,
    close,
    pwd,
    out
);
  input logic clk, open, close, rst_n;
  input logic [3:0] pwd;
  output logic [3:0] out;
  logic [1:0] p_state, n_state;
  localparam C = 2'b00, O = 2'b01, F = 2'b10;
  logic [2:0] count;
  logic [$clog2(500_000_000):0] timer;
  always @(p_state, close, open, pwd) begin
    case (p_state)
      C: begin
        n_state  = count > 3 ? F : (open ? ((pwd == 4'hf) ? O : C) : C);
        timerRST = 1'b0;
        trialRST = 1'b1;
      end
      O: begin
        n_state  = close ? C : O;
        timerRST = 1'b0;
        trialRST = 1'b0;
      end
      F: begin
        n_state  = timer > 500_000_000 ? C : F;
        timerRST = 1'b1;
        trialRST = 1'b0;
      end
    endcase
  end
  assign out = (p_state == C) ? 4'hc : ((p_state == F) ? 4'hf : 4'h0);
  always @(posedge clk, negedge rst_n) begin
    if (~rst_n) p_state <= C;
    else p_state <= n_state;
  end
  logic trialRst, timerRst;
  logic trialRST, timerRST;
  assign trialRst = rst_n & trialRST;
  assign timerRst = rst_n & timerRST;
  always @(posedge open, negedge trialRst) begin
    if (~trialRst) begin
      count <= 'b0;
    end else count <= count + 1;
  end
  always @(posedge clk, negedge timerRst) begin
    if (~timerRst) begin
      timer <= 'b0;
    end else timer <= timer + 1;
  end
endmodule
module counter_n_bit#(
    parameter n
)(
    input logic clk,
    input logic resetn,
    input logic load,
    input logic en,
    input logic [n - 1: 0] load_data,
    output logic [n - 1: 0] count
);
    always_ff @(posedge clk) begin 
        if(~resetn) count <= 0;
        else begin 
            if(load) count <= load_data;
            else if(en) count <= count + 1;
        end
    end
endmodule : counter_n_bit
module decoder#(
    parameter n = 2
)(
    input logic [n-1:0]in,
    output logic [(1 << n) - 1: 0]out
);
    assign out = (1 << in);
endmodule : decoder
module sev_seg_controller #(
    parameter display_speed = 20
)(
    input logic clk,
    input logic resetn,
    input logic [3:0] digits [0:7],       
    output logic  [6:0] Seg,        
    output logic  [7:0] AN
);
    logic [display_speed - 1:0] count;
    seven_seg_decoder ssd(
        .bin(digits[count[display_speed - 1:display_speed - 3]]),
        .seg(Seg)
    );
    wire [7:0] decoder_out;
    decoder #(
        .n(3)
    ) decoder_inst (
        .in(count[display_speed - 1:display_speed - 3]),
        .out(decoder_out)
    );
    assign AN = ~decoder_out;
    counter_n_bit #(
        .n(display_speed)
    ) counter (
        .clk(clk),
        .resetn(resetn),
        .load(1'b0),
        .en(1'b1),
        .load_data(),
        .count(count)
    );
endmodule
module seven_seg_decoder(
    input  wire [3:0] bin,       
    output reg  [6:0] seg        
);
    assign seg[0] = ((~bin[1]&bin[0]&~bin[3]&~bin[2])|(~bin[1]&~bin[0]&~bin[3]&bin[2])|(~bin[1]&bin[0]&bin[3]&bin[2])|(bin[1]&bin[0]&bin[3]&~bin[2])); 
    assign seg[1] =((bin[1]&~bin[0]&bin[2])|(bin[1]&bin[3]&bin[0])|(~bin[0]&bin[3]&bin[2])|(~bin[1]&bin[0]&~bin[3]&bin[2])); 
    assign seg[2] =((bin[1]&bin[3]&bin[2])|(~bin[0]&bin[3]&bin[2])|(bin[1]&~bin[0]&~bin[3]&~bin[2])); 
    assign seg[3] =((bin[1]&bin[0]&bin[2])|(~bin[1]&bin[0]&~bin[3]&~bin[2])|(~bin[1]&~bin[0]&~bin[3]&bin[2])|(bin[1]&~bin[0]&bin[3]&~bin[2])); 
    assign seg[4] =((bin[0]&~bin[3])|(~bin[1]&~bin[3]&bin[2])|(~bin[1]&bin[0]&~bin[2])); 
    assign seg[5] =((bin[0]&~bin[3]&~bin[2])|(bin[1]&~bin[3]&~bin[2])|(bin[1]&bin[0]&~bin[3])|(~bin[1]&bin[0]&bin[3]&bin[2])); 
    assign seg[6] =((~bin[1]&~bin[3]&~bin[2])|(bin[1]&bin[0]&~bin[3]&bin[2])|(~bin[1]&~bin[0]&bin[3]&bin[2])); 
endmodule
==> notes.md <==
Synthesis and place-and-route results.

- The clock tree from TritonCTS is built.
- The critical path launch point type is a register.
- In the synthesized netlist, mux cells make up 0% of the area.
- The detailed-route wire length is 4855 um.
- For this run, the total global-route usage over all layers was measured as 18.40%.
- The area share of and-or/or-and cells after synthesis is 5.795%.
- For the pin with the worst max-slew slack, the measured transition is 0.6632 ns.
- In this run the power density over the cells is 543.6 nW/um2.
- The dominant synthesized flop cell is sky130_fd_sc_hd__dfrtp_1.
- The total DRC errors in the routed layout is 0.
- Of the total synthesized cell area, the portion taken by full adders, half adders and majority gates is 3.594%.
- The report shows a maximum critical-path fanout of 11.
- Once detailed placement completed, the half-perimeter wirelength came to 3383 um.
- The total of hold buffers inserted after clock tree synthesis is 0.
- The initial antenna violation count is 0.
- After global routing the overflow that remains totals 0.
- Per the gpl log, the routability congestion estimate is 0.8013.
- The I/O pin total is 36.
- The overall power after layout is 1754 uW.
- Buffers added to address setup during post-CTS repair amount to 0.
- The first global-routing pass estimated 8480 um of wire.
- Summed over all failing endpoints, the final setup total negative slack is 0 ns.
- The highest supply drop recorded on VDD is 0.3463 mV.
- The post-synth tally of flip-flops with integrated enable is 0.
- Among cell families on the critical path, the largest total delay comes from buffers and inverters.
- As logged by OpenROAD, the buffers inserted on ports number 20.
- Between the synthesized netlist and the finished layout, the area growth was recorded as 15.86%.
- The number of warnings reported in the yosys synthesis log is 0.
- The script logs the ratio of routed vias to standard cells as 5.357.
- After detailed placement, the total cell area comes to 3030 um2.
- Clock-pin slew was measured on the worst setup and hold paths at 0.09 ns.
- The count of unclocked register or latch pins is 4.
- In the final report, the number of hold violations comes to 0.
- The number of global-route vias before repair is 1921.
- The pin count of the biggest net entering global routing is 31.
- The total number of vias is 2057.
- The x dimension of the die is 76.64 um.
- Across all stage logs, warnings added up to 44.
- Setup repair after global routing left no endpoint under its margin.
- STA classifies the critical path endpoint as a primary output.
- The worst-case max-slew headroom was logged as 55.55%.
- The final core utilization is 61.61%.
- The flow ran to the end, and the final reports show no timing, DRC or antenna violations.
- The iteration count recorded for the first detailed-route pass is 4.
- Per the synth log, the flip-flop and latch total comes to 59.
- The synthesized netlist was found by Yosys to have 288 cells.
- The effective utilization at floorplan is 53.18%.
- The report lists the number of cells resized after CTS as 0.
- The reported leakage power is 0.001272 uW.
- The longest incremental delay of any stage on the critical path is reported as 0.48 ns.
- The top logic cell by instance count in the layout is sky130_fd_sc_hd__dfrtp_1.
- The post-layout instance area is 3227 um2.
- The number of buffers and inverters on the critical path is 2.
- The number of antenna diodes is 0.
- The cell type of the slowest stage on the worst timing path is sky130_fd_sc_hd__clkdlybuf4s50_1.
- Grouping non-sequential cells by family puts the most area in simple AND/OR/NAND/NOR gates.
- The clock arrives with 0.006793 ns of skew.
- The number of different library cells in the post-synthesis netlist is 44.
- The floorplan has 26 rows.
- The total standard cell area after synthesis is 2785 um2.
- The number of standard cells after synthesis is 288.
- The floorplan step defined a die boundary enclosing 5873 um2.
- In the final layout, the fill cell count is 468.
- The critical path class is register to primary output.
- In this run, the synthesized area fraction spent on and/or/nand/nor cells is recorded as 25.79%.
- The end-of-flow timing check tallies setup violations at 0.
- Checking hold timing, the worst path is listed with class input port to asynchronous set/reset pin.
- After synthesis, the chip area reported by Yosys is 2785 um2.
- A synthesized cell averages 9.671 um2.
- The detailed router finished its first iteration with 50 violations.
- The number of unconstrained endpoints is 6.
- For reference, the critical path cell chain is nor3_1, inv_1, nor2_1, clkdlybuf4s50_1.
- The max-capacitance violation count is 0.
- The critical path endpoint has a required time of 2.00 ns.
- The number of max-slew violations in the final report is 0.
- The standard cell core area is 5238 um2.
- The floorplan step set the die height to 76.64 um.
- The synthesized-area fraction occupied by xor and xnor cells is 11.95%.
- The layout summary lists the proportion of cells stronger than drive strength 1 as 7.325%.
- The script logs the mean routed wire length per placed instance as 12.64 um.
- The number of nets with antenna violations after routing is 0.
- In the layout the commonest cells are 35 x sky130_fd_sc_hd__dfrtp_1, 31 x sky130_fd_sc_hd__xnor2_1, 20 x sky130_fd_sc_hd__nand4_1, 20 x sky130_fd_sc_hd__clkdlybuf4s50_1, 20 x sky130_fd_sc_hd__dfxtp_1.
- The arrival time reported for the critical path endpoint is 1.79 ns.
- The share of synthesized registers carrying an async set or reset is 59.32%.
power by group:
group | leakage [uW] | switching, uW | total [uW] | internal, uW
sequential | 0.000669 | 4.25 | 893 | 889
clock | 0.000105 | 322 | 829 | 508
combinational | 0.000498 | 17.1 | 31.6 | 14.5
layout make-up:
cell class	count	area [um2]	area share, %
Clock buffer	12	155.1	4.808
Sequential cell	59	1336	41.41
Multi-Input combinational cell	200	1320	40.91
Timing Repair Buffer	23	222.7	6.902
Inverter	17	63.81	1.978
Clock inverter	3	41.29	1.280
Tap cell	70	87.58	2.714
cell families (layout without fill, tap and decap cells):
family / count (synthesis) / count (layout)
compound gates: 27 / 27
xor+xnor: 38 / 38
fa+ha+maj: 8 / 8
buf+inv: 29 / 55
flops: 55 / 55
latches: 4 / 4
other cells: 2 / 2
simple gates: 125 / 125
stage by stage:
stage	std cells	hold WS, ns	worst slack [ns]
6_report	384	0.4208	0.2145
5_1_grt	384	0.4153	0.06586
4_1_cts	384	0.4205	0.1934
3_5_place_dp	369	0.4492	0.5410
3_3_place_gp	369	0.4416	0.5570
2_1_floorplan	288	0.2044	0.8503
sequential cells by signal, summed over array words and instances (netlist names):
register and flops:
d.trialRST 1, d.timerRST 1, d.n_state 2, d.count 3, ssc.counter.count 20, d.p_state 2
d.timer 30
final timing paths:
path,startpoint,slack [ns],cells past startpoint,end
setup reg to reg,ssc.counter.count[3]$_SDFF_PN0_,0.51,4,ssc.counter.count[19]$_SDFF_PN0_
hold reg to reg,d.count[0]$_DFF_PN0_,0.47,1,d.count[0]$_DFF_PN0_
hold / removal,CPU_RESETN,0.42,1,d.p_state[1]$_DFF_PN0_
max in group clk1,ssc.counter.count[3]$_SDFF_PN0_,0.51,4,ssc.counter.count[19]$_SDFF_PN0_
max in group asynchronous,CPU_RESETN,1.32,3,d.timer[5]$_DFF_PN0_
min in group clk0,d.count[0]$_DFF_PN0_,0.47,1,d.count[0]$_DFF_PN0_
setup / recovery,ssc.counter.count[18]$_SDFF_PN0_,0.21,4,CG
min in group clk1,ssc.counter.count[0]$_SDFF_PN0_,0.47,1,ssc.counter.count[0]$_SDFF_PN0_
synth_stat cells (7+ instances only):
master	number	area share, %
sky130_fd_sc_hd__a21oi_1	11	2.0
sky130_fd_sc_hd__and2_1	7	1.6
sky130_fd_sc_hd__dfrtp_1	35	31
sky130_fd_sc_hd__dfxtp_1	20	14
sky130_fd_sc_hd__ha_1	8	3.6
sky130_fd_sc_hd__inv_1	16	2.2
sky130_fd_sc_hd__nand2_1	14	1.9
sky130_fd_sc_hd__nand3_1	19	3.4
sky130_fd_sc_hd__nand4_1	20	4.5
sky130_fd_sc_hd__nor2_1	18	2.4
sky130_fd_sc_hd__nor4_1	8	1.8
sky130_fd_sc_hd__o21ai_0	8	1.4
sky130_fd_sc_hd__or3_1	8	1.8
sky130_fd_sc_hd__xnor2_1	31	9.7
sky130_fd_sc_hd__xor2_1	7	2.2
layer usage:
metal  GRT usage [%]  share of wire (%)  vias to the layer above
li1                -                  -                     1056
met1           27.31                 49                      974
met2           29.37                 47                       22
met3           3.893                2.5                        5
met4           3.077               0.89                        0
met5               0                  0                        -
No activity file was given, so power comes from the tool's default toggle rates.
